==> run.sh <==
#!/bin/bash
# OpenROAD 26Q1-2900-gdf79404cd8, Yosys 0.63+post, stock flow scripts
make -C /OpenROAD-flow-scripts/flow DESIGN_CONFIG=/design/flow/config.mk WORK_HOME=/design/flow/orfs finish
==> config.mk <==
export PLATFORM = sky130hd
export DESIGN_NAME = led_blink
export DESIGN_NICKNAME = led_blink
export VERILOG_FILES = /design/flow/design.v
export SDC_FILE = /design/flow/constraint.sdc
export NUM_CORES = 4
export LEC_CHECK = 1
export CORE_UTILIZATION = 30
==> constraint.sdc <==
current_design led_blink

set clk_period 5.1
set clk_io_pct 0.2

create_clock -name clk0 -period $clk_period [get_ports {clk}]

set non_clock_inputs [all_inputs -no_clocks]
set_input_delay [expr $clk_period * $clk_io_pct] -clock clk0 $non_clock_inputs
set_output_delay [expr $clk_period * $clk_io_pct] -clock clk0 [all_outputs]
==> design.v <==
module led_blink (input clk, output reg led );  
reg [31:0]count;  
	always @(posedge clk) begin  
	if(count == 99999999) begin   
	count <= 0;  
	led <= ~led;  
	end else begin
	count <= count + 1;  
	end
end
endmodule
==> impl_metrics.ini <==
; generated from flow reports
[grt]
grtUsageMet3_pct = 2.85
grt_max_degree = 13
grt_pass1_vias = 1157
use_met1_pct = 21.3
grt_use_met2_pct = 18.6
track_usage_pct = 13.3
busiest_layer = met1
antenna_found_initial = 0
overflow = 0
grt_pass1_wl_mm = 5.60

[clocking]
cts_tree = yes
root_buffer = clkbuf_8
cts_buffers = 5
cts_hold_buffers = 0
clk_pin_slew_ps = 70
post_cts_buffers = 0
cts.sinks = 33
h-tree-depth = 2
cts.repair.resized = 0
clkLatencyLatePin_ps = 280
clk_path_buf_depth = 2

[finish]
fill_cells = 525
logic_area_sq_um = 882
seq_area_sq_um = 671
layout-drive-gt1-share_pct = 10.8
final_util_pct = 34.1
fin_area_sq_um = 1740
area_growth_pct = 9.51

[setup_path]
r2r_end = count[28]
reg2reg_from = count[0]
cp_slowest_stage_delay_ps = 460
critPathCaptureType = output port
cp.depth = 1
crit_type = reg -> out
cp.required_ps = 4080
ff2ff_path_depth = 6
cpMaxStageDelayCell = clkdlybuf4s50_1
startpoint_type = register
crit_buf_inv = 1
r2r_slack_ps = 3080
cp.arrival_ps = 1080
path_delay_family = buffers and inverters
cp_cell_sequence = clkdlybuf4s50_1
crit_fanout = 2

[pwr]
cellPowerDensity_nw_per_um2 = 252
leakage_nw = 0.618
vdd_drop_max_mv = 0.0907
total_power_w = 0.000440

[drt]
first_pass_iters = 4
wl_per_cell_um = 12.6
vias = 1242
drtIter0Drc = 91
wl_mm = 3.11
routed_via_density = 5.05
antenna_left = 0
route.detailed.drc = 0
diodes = 0

[placed_design]
place.detailed.hpwl_mm = 2.22
port_buffers = 1
post_dp_cell_area_sq_um = 1670
gp_congestion = 0.893

[run]
warnings = 25
max_cap_viol_count = 0

[synthesis]
numSynthFlops = 33
ys_cells = 172
async_reset_ff_share_pct = 0
ys_types = 40
syn_inst = 172
ys_top_cells_by_count = dfxtp_1 (32), nor2_1 (15), xnor2_1 (15)
syn_area_per_cell_sq_um = 9.25
yosysMostFrequentCell = dfxtp_1
seq_area_frac_synth_pct = 42.1
yosys_area_sq_um = 1590
synth-main-ff-cell = dfxtp_1
top_cells_by_area = dfxtp_1 (40%), xnor2_1 (8.3%), nand3_1 (4.4%)
synth_top_area_share_pct = 40.3
synth_area_sq_um = 1590
synth_area_leader_cell = dfxtp_1
ys_warn_count = 1
edf_count = 1

[final_timing]
period_minus_slack_ps = 2100
setup_tns_ps = 0
rsz0062_at_grt = false
clock.fmax_mhz = 476
fin_skew_ps = 9.63
tightest_slew_ps = 785
hold_viol = 0
setup_viol = 0
period_used_pct = 41.2
maxSlewViolCount = 0
slew_headroom_pct = 47.3

[die]
die_area_sq_um = 5600
die_w_um = 74.8
core_area_sq_um = 5110
ioPinCount = 2
rows = 26
die_y_um = 74.8
floorplan.core_util_pct = 31.2

[outcome]
status = finished clean

[hold_path]
min_from = count[0]
hold_end = count[0]
hp-class = reg -> reg
hold_depth = 1
## kinds of logic after synthesis
kind of cell               after synthesis  synth area share (%)
buffers and inverters                    8                  2.44
AOI/OAI and AO/OA                       22                  8.49
DFF                                     33                  42.1
xor gates and xnor gates                22                  12.1
and+or+nand+nor                         86                  34.0
adders and majority gates                1                 0.786
## report_power, final
| group | total [W] | internal [W] | switching [W] |
|---|---|---|---|
| Clock | 0.000181 | 0.0000926 | 0.0000881 |
| Combinational | 0.000000000307 | 0 | 0 |
| Sequential | 0.000259 | 0.000259 | 0 |
## worst max-delay path by stage
| stage | endpoint | startpoint | slack (ps) |
|---|---|---|---|
| 4_1_cts | led | led | 2980 |
| 5_1_grt | led | count[28] | 2920 |
| 6_report | led | led | 3000 |
## per-stage QoR
| stage | hold WS (ps) | cells | setup WS (ps) |
|---|---|---|---|
| 6_report | 466 | 246 | 3000 |
| 5_1_grt | 493 | 246 | 2920 |
| 4_1_cts | 468 | 246 | 2980 |
| 3_5_place_dp | 455 | 239 | 3090 |
| 3_3_place_gp | 442 | 239 | 3120 |
| 2_1_floorplan | 426 | 172 | 3380 |
## sequential cells by signal (all words and copies together) (netlist names)
name / cells
led: 1
count: 32
## layout by cell type, fill, tap and decap left out, types with 5 or more instances in the layout
cell type and instances:
and3_1 8, clkbuf_8 5, dfxtp_1 32, nand2_1 12
nand3_1 14, nand4_1 9, nor2_1 15, o21ai_0 8
or3_1 5, xnor2_1 15, xor2_1 7
## area by class of cell
type	count	area share, %
Timing Repair Buffer	1	0.574
Multi-Input combinational cell	131	50.6
Clock buffer	6	4.16
Inverter	4	0.861
Sequential cell	33	38.5
Tap cell	70	5.03
Clock inverter	1	0.287
## metal layers
layer	wire length [um]	part of all wire, %
met2	1330	43
met4	61	2.0
met5	0	0
met1	1540	50
met3	172	5.5
